### flow/run.sh
#!/bin/bash
# OpenROAD 26Q1-2900-gdf79404cd8, Yosys 0.63+post, stock flow scripts
make -C /OpenROAD-flow-scripts/flow DESIGN_CONFIG=/design/flow/config.mk WORK_HOME=/design/flow/orfs finish
### flow/config.mk
export PLATFORM = sky130hd
export DESIGN_NAME = main
export DESIGN_NICKNAME = main
export VERILOG_FILES = /design/flow/design.v
export SDC_FILE = /design/flow/constraint.sdc
export NUM_CORES = 4
export LEC_CHECK = 1
export CORE_UTILIZATION = 50
export SYNTH_HDL_FRONTEND = slang
### flow/constraint.sdc
current_design main

set clk_period 3.8
set clk_io_pct 0.2

create_clock -name clk0 -period $clk_period [get_ports {clk}]

set non_clock_inputs [all_inputs -no_clocks]
set_input_delay [expr $clk_period * $clk_io_pct] -clock clk0 $non_clock_inputs
set_output_delay [expr $clk_period * $clk_io_pct] -clock clk0 [all_outputs]
### flow/design.v
`timescale 1ns / 1ps
module CLK(
    input clk,
    output reg clk1hz
    );
	reg [19:0] counter = 0;
	parameter freq = 100000/2;
initial begin
	clk1hz = 0;
end
always@(posedge clk)
begin	
	begin
		counter <= counter + 1;
		if(counter == freq)
		begin 
			counter <= 0;
			clk1hz <= ~clk1hz;
		end  
	end  
end
endmodule
`timescale 1ns / 1ps
module main(
    input clk,
    input chedo,
    input den,
    output reg D1,
    output reg V1,
    output reg X1,
    output reg D2,
    output reg V2,
    output reg X2,
    output reg [7:0] Seg1,
    output reg [7:0] Seg2,
    output reg [1:0] CS1,
    output reg [1:0] CS2
    );
	parameter timevang = 3; 
	parameter timexanh = 22;
	parameter timedo = 25; 
	reg [3:0]CH1 = 0;
	reg [3:0]DV1 = 0;
	reg [3:0]CH2 = 0;
	reg [3:0]DV2 = 0;
	reg flag = 0;
	reg [4:0]times1 = 0;
	reg [4:0]times2 = 0; 
	reg [4:0] tmp = 0;
	reg [1:0]flaglight = 0;
	wire clk1hz;
	CLK U1(clk,clk1hz);
initial begin
	D1 = 0;
	V1 = 0;
	X1 = 1;
	times1 = timexanh;
	D2 = 1;
	V2 = 0;
	X2 = 0;
	times2 = timedo;
end
always@(posedge clk1hz)
begin
	if(chedo == 1)
	begin
		tmp = 0;
		if(flaglight == 1)
		begin
			flaglight = 0;
			D1 = 0;
			V1 = 0;
			X1 = 1;
			times1 = timexanh;
			D2 = 1;
			V2 = 0;
			X2 = 0;
			times2 = timedo;
		end
		else if(flaglight == 2)
		begin
			flaglight = 0;
			D1 = 1;
			V1 = 0;
			X1 = 0;
			times1 = timedo;
			D2 = 0;
			V2 = 0;
			X2 = 1;
			times2 = timexanh;
		end
		else
		begin
			if(X1 == 1)
			begin
				if(times1 == 1)
				begin
					times1 = timevang;
					X1 = 0;
					V1 = 1;
					D1 = 0;
				end  
				else
					times1 = times1 - 1;
			end  
			else if (V1 == 1)
			begin
				if(times1 == 1)
				begin
					times1 = timedo;
					X1 = 0;
					V1 = 0;
					D1 = 1;
				end  
				else
					times1 = times1 - 1;
			end  
			else
			begin
				if(times1 == 1)
				begin
					times1 = timexanh;
					X1 = 1;
					V1 = 0;
					D1 = 0;
				end  
				else
					times1 = times1 - 1;
			end 
			if(X2 == 1)
			begin
				if(times2 == 1)
				begin
					times2 = timevang;
					X2 = 0;
					V2 = 1;
					D2 = 0;
				end  
				else
					times2 = times2 - 1;
			end  
			else if (V2 == 1)
			begin
				if(times2 == 1)
				begin
					times2 = timedo;
					X2 = 0;
					V2 = 0;
					D2 = 1;
				end  
				else
					times2 = times2 - 1;
			end  
			else
			begin
				if(times2 == 1)
				begin
					times2 = timexanh;
					X2 = 1;
					V2 = 0;
					D2 = 0;
				end  
				else
					times2 = times2 - 1;
			end 
		end 
	end  
	else
	begin
	times1 = 0;
	times2 = 0;
		if(den == 0)
		begin
			flaglight = 1;
			if(X2 == 1 || V2 == 1)
			begin
				tmp = tmp + 1;
				if(tmp < timevang)
				begin
					V2 = 1;
					X2 = 0;
					D2 = 0;
					D1 = 1;
					X1 = 0;
					V1 = 0;
				end  
				else
				begin
					tmp = 0;
					V2 = 0;
					X2 = 0;
					D2 = 1;
					D1 = 0;
					X1 = 1;
					V1 = 0;
				end  
			end  
			else
			begin
				tmp = 0;
				V2 = 0;
				X2 = 0;
				D2 = 1;
				D1 = 0;
				X1 = 1;
				V1 = 0;
			end  
		end 
		else
		begin
			flaglight = 2;
			if(X1 == 1 || V1 == 1)
			begin
				tmp = tmp + 1;
				if(tmp < timevang)
				begin
					V1 = 1;
					X1 = 0;
					D1 = 0;
					D2 = 1;
					X2 = 0;
					V2 = 0;
				end  
				else
				begin
					tmp = 0;
					V1 = 0;
					X1 = 0;
					D1 = 1;
					D2 = 0;
					X2 = 1;
					V2 = 0;
				end  
			end  
			else
			begin
				tmp = 0;
				V1 = 0;
				X1 = 0;
				D1 = 1;
				D2 = 0;
				X2 = 1;
				V2 = 0;
			end  
		end  
	end
end
always@(posedge clk)
begin
	if(chedo == 1 && flaglight == 0)
	begin
		flag = ~flag;
		if(flag == 1)
		begin
			if(times1 < 4'b1010)
				CH1 = 0;
			else if(times1 < 5'b10100)
				CH1 = 1;
			else CH1 = 2;
			if(times2 < 4'b1010)
				CH2 = 0;
			else if(times2 < 5'b10100)
				CH2 = 1;
			else CH2 =2;
			CS1 = 2'b10;
			CS2 = 2'b10;
			case(CH1)
				4'b0001 : Seg1 = 8'b10011111;
				4'b0010 : Seg1 = 8'b00100101;
				4'b0011 : Seg1 = 8'b00001101;
				4'b0100 : Seg1 = 8'b10011001;
				4'b0101 : Seg1 = 8'b01001001;
				4'b0110 : Seg1 = 8'b01000001;
				4'b0111 : Seg1 = 8'b00011111;
				4'b1000 : Seg1 = 8'b00000001;
				4'b1001 : Seg1 = 8'b00001001;
				4'b0000 : Seg1 = 8'b00000011;
			endcase
			case(CH2)
				4'b0001 : Seg2 = 8'b10011111;
				4'b0010 : Seg2 = 8'b00100101;
				4'b0011 : Seg2 = 8'b00001101;
				4'b0100 : Seg2 = 8'b10011001;
				4'b0101 : Seg2 = 8'b01001001;
				4'b0110 : Seg2 = 8'b01000001;
				4'b0111 : Seg2 = 8'b00011111;
				4'b1000 : Seg2 = 8'b00000001;
				4'b1001 : Seg2 = 8'b00001001;
				4'b0000 : Seg2 = 8'b00000011;
			endcase
		end
		else
		begin
			if(CH1 == 0)
				DV1 = times1;
			else if(CH1 == 1)
				DV1 = times1 - 4'b1010;
			else DV1 = times1 - 5'b10100;
			if(CH2 == 0)
				DV2 = times2;
			else if(CH2 == 1)
				DV2 = times2 - 4'b1010;
			else DV2 = times2 - 5'b10100;
			CS1 = 2'b01;
			CS2 = 2'b01;
			case(DV1)
				4'b0001 : Seg1 = 8'b10011111;
				4'b0010 : Seg1 = 8'b00100101;
				4'b0011 : Seg1 = 8'b00001101;
				4'b0100 : Seg1 = 8'b10011001;
				4'b0101 : Seg1 = 8'b01001001;
				4'b0110 : Seg1 = 8'b01000001;
				4'b0111 : Seg1 = 8'b00011111;
				4'b1000 : Seg1 = 8'b00000001;
				4'b1001 : Seg1 = 8'b00001001;
				4'b0000 : Seg1 = 8'b00000011;
			endcase
			case(DV2)
				4'b0001 : Seg2 = 8'b10011111;
				4'b0010 : Seg2 = 8'b00100101;
				4'b0011 : Seg2 = 8'b00001101;
				4'b0100 : Seg2 = 8'b10011001;
				4'b0101 : Seg2 = 8'b01001001;
				4'b0110 : Seg2 = 8'b01000001;
				4'b0111 : Seg2 = 8'b00011111;
				4'b1000 : Seg2 = 8'b00000001;
				4'b1001 : Seg2 = 8'b00001001;
				4'b0000 : Seg2 = 8'b00000011;
			endcase
		end
	end
	else
	begin
		CS1 = 2'b11;
		CS2 = 2'b11;
		Seg1 = 8'b11111101;
		Seg2 = 8'b11111101;
	end
end
endmodule
==> Slide: Implementation Results <==
Physical Implementation Snapshot

Pwr
  • Worst IR Drop VDD: 0.298 mV
  • Leak pwr: 1.43 nW
  • Power per Cell Area: 209 nW/um2

Yosys
  • Yosys Warn Count: 0
  • Seq/Total Area, Yosys: 40.5%
  • Count of library flops with an enable pin: 6
  • Syn_area_per_cell: 8.51 um2
  • Chip Area, Yosys: 3410 um2
  • Ys cells: 401
  • Cell Type Count: 54
  • FF+latch count, synth: 66
  • Cell taking the most area after synthesis: dfxtp_1
  • Synth Flop Type: dfxtp_1
  • Syn Std Cell Area: 3410 um2
  • Area share, top type: 35.2%
  • Top area cell types: dfxtp_1, edfxtp_1, nor2_1, nand2_1, xnor2_1
  • Cells after Synth: 401
  • Share of flip-flops with an asynchronous set or reset: 0%

STA
  • Max_slew headroom: 50.8%
  • Endpoints left unconstrained: 31
  • Total negative slack: 0 ns
  • Slew Limit Fails: 0
  • Tcrit/Tclk final: 62.4%
  • RSZ-0062 raised after global routing: no
  • Final setup vio count: 0
  • Final min period: 2.37 ns
  • Fin. Hold Viols: 0
  • Max Clock Skew: 0.00643 ns
  • F_max: 0.421 GHz
  • Worst slew pin tran: 0.738 ns
  • Register pins left without a clock: 24

Global routing
  • First-pass GRT wire length: 11.9 mm
  • Vias in the first global route: 2505
  • GRT overflow: 0
  • Antenna violations before repair: 0
  • Pin count of the biggest net entering global routing: 26
  • GRT Total Usage: 20.8%

Critical path
  • R2R setup slack: 1.85 ns
  • Largest stage delay on the critical path: 0.81 ns
  • CP endpoint kind: flip-flop
  • Arrival time at the worst endpoint: 2.55 ns
  • Crit-path slowest cell: clkdlybuf4s50_1
  • Maximum net fanout on the critical path: 15
  • Crit path DRT: 3.97 ns
  • Crit Path Category: in -> reg
  • Reg2reg path depth: 5
  • Startpoint Class: primary input
  • CP Cell Sequence: clkdlybuf4s50_1 -> nand2_1 -> clkinv_1 -> o211ai_1 -> a311o_1

Clocking
  • Clock-pin transition on the worst setup and hold timing paths: 0.07 ns
  • Root buf cell: clkbuf_8
  • Worst skew pair latency: 0.29 ns
  • CTS tree: built
  • Hold buffer count at CTS: 0
  • H-tree depth: 2
  • Total setup buffers inserted after CTS: 0
  • CTS buffer count: 5
  • CTS Buffer Depth: 2
  • Resize count post-CTS: 0

Hold path
  • Hold Crit Class: reg -> reg
  • Hold path cells: 2

Floorplanning
  • Cell Rows: 29
  • I/O pins: 29
  • Die Span Y: 84.6 um
  • Die Wd: 84.6 um
  • Init Core Util: 52.8%
  • Total core area: 6460 um2
  • Chip area: 7160 um2

Placement
  • DP Cell Count: 488
  • RePlAce Congestion: 0.811
  • Final HPWL DP: 5.01 mm
  • # port buffers: 26

Run status
  • Status: finished clean

Finish
  • Fill count: 585
  • Fin cells: 495
  • Layout cells sized above 1: 3.11%
  • P&R area growth vs syn: 10.3%

Route
  • Routed vias: 2711
  • Antenna-violating nets left: 0
  • # DRC: 0
  • Antenna cells: 0
  • Via density: 5.48
  • WL per Instance: 13.7 um
  • Starting DRT DRC Count: 127
  • Final WL: 6.78 mm
  • First-pass detailed-route iteration total: 6

Run
  • Max-capacitance violation count: 0
  • OpenROAD warning count: 30
-- critical path, delay by kind of cell --
family                 cells  cell delay [ns]
AOI/OAI and AO/OA          2             0.48
buffers and inverters      2             1.05
and+or+nand+nor            1             0.25
-- layout by cell type (no fill, tap or decap), types with 4 or more instances in the layout --
| cell type | instances |
|---|---|
| dfxtp_1 | 60 |
| nor2_1 | 46 |
| nand2_1 | 43 |
| clkdlybuf4s50_1 | 26 |
| xnor2_1 | 18 |
| inv_1 | 17 |
| a21oi_1 | 17 |
| nand3_1 | 14 |
| o21ai_0 | 13 |
| nor3_1 | 12 |
| ha_1 | 12 |
| xor2_1 | 11 |
| nor2b_1 | 9 |
| and2_1 | 7 |
| edfxtp_1 | 6 |
| a211oi_1 | 6 |
| o21a_1 | 6 |
| nand4_1 | 6 |
| nor3b_1 | 5 |
| a311o_1 | 5 |
| a221o_1 | 5 |
| conb_1 | 5 |
| clkbuf_8 | 5 |
| nand2b_1 | 4 |
| mux2i_1 | 4 |
| or3_1 | 4 |
| a31oi_1 | 4 |
| nor4_1 | 4 |
| o31a_1 | 4 |
-- cell families (layout without fill, tap and decap cells) --
| family | after synthesis | count (layout) | synth area share [%] |
|---|---|---|---|
| simple gates | 166 | 166 | 24.1 |
| compound gates | 83 | 83 | 17.2 |
| flops | 66 | 66 | 40.5 |
| buf+inv | 39 | 53 | 4.99 |
| xor+xnor | 29 | 29 | 7.44 |
| fa+ha+maj | 12 | 12 | 4.40 |
| mux | 4 | 4 | 1.17 |
| other cells | 2 | 5 | 0.220 |
-- cell type report --
| class | count | area (um2) | share of cell area, % |
|---|---|---|---|
| Multi-Input combinational cell | 299 | 1870 | 49.7 |
| Sequential cell | 66 | 1380 | 36.7 |
| Timing Repair Buffer | 27 | 268 | 7.11 |
| Tap cell | 77 | 96.3 | 2.56 |
| Clock buffer | 7 | 76.3 | 2.03 |
| Inverter | 19 | 71.3 | 1.89 |
-- synth_stat cells, types with 2 or more instances --
library cell / n
dfxtp_1: 60
nor2_1: 46
nand2_1: 43
xnor2_1: 18
a21oi_1: 17
inv_1: 17
nand3_1: 14
o21ai_0: 13
ha_1: 12
nor3_1: 12
clkbuf_1: 11
xor2_1: 11
nor2b_1: 9
and2_1: 7
a211oi_1: 6
edfxtp_1: 6
nand4_1: 6
o21a_1: 6
a221o_1: 5
a311o_1: 5
buf_4: 5
nor3b_1: 5
a31oi_1: 4
buf_2: 4
mux2i_1: 4
nand2b_1: 4
nor4_1: 4
o31a_1: 4
or3_1: 4
a22oi_1: 3
a311oi_1: 3
o31ai_1: 3
a21o_1: 2
a31o_2: 2
and3_1: 2
clkinv_1: 2
conb_1: 2
nand3b_1: 2
o211ai_1: 2
or2_2: 2
-- metrics by stage --
| stage | power, mW | hold WS, ns | utilization [%] | setup WS [ns] | cell area [um2] |
|---|---|---|---|---|---|
| 4_1_cts | 0.794 | 0.470 | 58.3 | 1.44 | 3760 |
| 5_1_grt | 0.824 | 0.482 | 58.3 | 1.25 | 3760 |
| 3_5_place_dp | 0.534 | 0.447 | 57.1 | 1.14 | 3690 |
| 6_report | 0.787 | 0.464 | 58.3 | 1.43 | 3760 |
| 2_1_floorplan | 0.514 | 0.399 | - | 2.08 | 3420 |
| 3_3_place_gp | 0.534 | 0.437 | 57.1 | 1.18 | 3690 |
-- registers in the layout (all words and copies together) (netlist names), 2 cells and up --
signal and cells:
CH1 2, CH2 2, CS2 2, Seg1 7
Seg2 7, U1.counter 20, flaglight 3, times1 5
times2 5, tmp 5
-- worst paths after layout --
| check | to | from |
|---|---|---|
| setup / recovery | Seg2[4]$_SDFFE_PN1P_ | chedo |
| hold / removal | Seg1[7]$_SDFFE_PN1P_ | Seg1[7]$_SDFFE_PN1P_ |
| setup reg to reg | Seg1[4]$_SDFFE_PN1P_ | CH1[0]$_DFF_P_ |
| hold reg to reg | Seg1[7]$_SDFFE_PN1P_ | Seg1[7]$_SDFFE_PN1P_ |
-- power by group --
group / internal [mW] / switching (mW)
Combinational: 0.0312 / 0.0313
Clock: 0.126 / 0.136
Sequential: 0.452 / 0.0102
-- routing by layer --
metal  vias up  wire length, um  GRT usage, %
met5         -                0             0
met1      1220             3690          35.0
li1       1438                -             -
met4         0               49          1.39
met3         7              224          2.99
met2        46             2810          31.1
Power and IR drop assume default switching activity.
